`./design.v`:
```
module top(
    input  wire clk,        
    output wire RGB_R,       
    output wire RGB_G,       
    output wire RGB_B        
);
    localparam CLOCK_FREQ = 12_000_000;
    reg [23:0] counter_reg = 24'd0;
    reg [2:0] hue_index = 3'd0;
    always @(posedge clk) begin
        if (counter_reg < (CLOCK_FREQ - 1)) begin
            counter_reg <= counter_reg + 1'b1;
        end else begin
            counter_reg <= 24'd0;
            if (hue_index == 3'd5)
                hue_index <= 3'd0;
            else
                hue_index <= hue_index + 1'b1;
        end
    end
    reg rgb_r;
    reg rgb_g;
    reg rgb_b;
    always @(*) begin
        case (hue_index)
            3'd0: {rgb_r, rgb_g, rgb_b} = 3'b100;  
            3'd1: {rgb_r, rgb_g, rgb_b} = 3'b110;  
            3'd2: {rgb_r, rgb_g, rgb_b} = 3'b010;  
            3'd3: {rgb_r, rgb_g, rgb_b} = 3'b011;  
            3'd4: {rgb_r, rgb_g, rgb_b} = 3'b001;  
            3'd5: {rgb_r, rgb_g, rgb_b} = 3'b101;  
            default: {rgb_r, rgb_g, rgb_b} = 3'b000;  
        endcase
    end
    assign RGB_R = ~rgb_r;
    assign RGB_G = ~rgb_g;
    assign RGB_B = ~rgb_b;
endmodule
```
`./run.sh`:
```
#!/bin/bash
# OpenROAD 26Q1-2900-gdf79404cd8, Yosys 0.63+post, stock flow scripts
make -C /OpenROAD-flow-scripts/flow DESIGN_CONFIG=/design/flow/config.mk WORK_HOME=/design/flow/orfs finish
```
`./config.mk`:
```
export PLATFORM = sky130hd
export DESIGN_NAME = top
export DESIGN_NICKNAME = top
export VERILOG_FILES = /design/flow/design.v
export SDC_FILE = /design/flow/constraint.sdc
export NUM_CORES = 4
export LEC_CHECK = 1
export CORE_AREA = 10 10 100 100
export DIE_AREA = 0 0 110 110
```
`./constraint.sdc`:
```
current_design top

set clk_period 3.8
set clk_io_pct 0.2

create_clock -name clk0 -period $clk_period [get_ports {clk}]

set non_clock_inputs [all_inputs -no_clocks]
set_input_delay [expr $clk_period * $clk_io_pct] -clock clk0 $non_clock_inputs
set_output_delay [expr $clk_period * $clk_io_pct] -clock clk0 [all_outputs]
```
==> run_summary.xml <==
<?xml version="1.0" encoding="UTF-8"?>
<metrics>
  <group name="setup_path">
    <metric name="arrival" unit="ns">1.69</metric>
    <metric name="crit_required" unit="ns">3.04</metric>
    <metric name="cp_cell_sequence" unit="">ha_1 &gt; ha_1 &gt; nor2_1 &gt; clkdlybuf4s50_1</metric>
    <metric name="setup.worst_path.start_class" unit="">flip-flop</metric>
    <metric name="crit_path_max_fanout" unit="">4</metric>
    <metric name="critical-path-max-stage-delay" unit="ns">0.47</metric>
    <metric name="slowest_stage" unit="">clkdlybuf4s50_1</metric>
    <metric name="worstPathBufferInverterCount" unit="">1</metric>
    <metric name="crit_path_end_kind" unit="">output pin</metric>
    <metric name="critPathTopFamily" unit="">buffers and inverters</metric>
    <metric name="critPathMostFrequentCell" unit="">ha_1</metric>
    <metric name="crit_type" unit="">flip-flop to output pin</metric>
  </group>
  <group name="yosys">
    <metric name="syn-mean-instance-area" unit="um^2">8.807</metric>
    <metric name="ff_type" unit="">dfxtp_1</metric>
    <metric name="ys_types" unit="">30</metric>
    <metric name="number_of_cells_in_the_yosys_synthesis_report" unit="">155</metric>
    <metric name="yosys_register_bits" unit="">27</metric>
    <metric name="gate_count_post_synth" unit="">155</metric>
    <metric name="ys_seq_share" unit="">0.4180</metric>
    <metric name="synth-async-reset-ratio" unit="">0</metric>
    <metric name="syn_area" unit="um^2">1365</metric>
    <metric name="synthesis.yosys.warnings" unit="">1</metric>
    <metric name="count_of_library_flops_with_an_enable_pin" unit="">3</metric>
    <metric name="yosys.stat.chipArea" unit="um^2">1365</metric>
  </group>
  <group name="route">
    <metric name="route.detailed.vias_per_inst" unit="">4.089</metric>
    <metric name="drc_markers" unit="">0</metric>
    <metric name="dr_total_vias" unit="">1059</metric>
    <metric name="detail-route-antenna-nets" unit="">0</metric>
    <metric name="drt_first_iter_violations" unit="">42</metric>
    <metric name="antennaDiodeCount" unit="">0</metric>
    <metric name="finalWirelength" unit="um">2444</metric>
    <metric name="drt_pre_antenna_iters" unit="">3</metric>
    <metric name="routedWlPerCell" unit="um">9.436</metric>
  </group>
  <group name="floorplanning">
    <metric name="fp.dieH" unit="um">110</metric>
    <metric name="core_util_floorplan" unit="">0.1748</metric>
    <metric name="ios" unit="">4</metric>
    <metric name="design.core.area" unit="um^2">7807</metric>
    <metric name="num_rows" unit="">32</metric>
    <metric name="die_width" unit="um">110</metric>
    <metric name="die-area" unit="um^2">12100</metric>
  </group>
  <group name="run">
    <metric name="maxCapViolCount" unit="">0</metric>
    <metric name="log.warning_count" unit="">28</metric>
  </group>
  <group name="final_layout">
    <metric name="largest_reg_flops" unit="">24</metric>
    <metric name="synthToLayoutAreaGrowth" unit="%">13.84</metric>
    <metric name="final_cell_count_no_fill" unit="">259</metric>
    <metric name="final_cell_area" unit="um^2">1554</metric>
    <metric name="final_core_util" unit="">0.1990</metric>
    <metric name="fillCellCount" unit="">857</metric>
    <metric name="layout-drive-gt1-share" unit="">0.07006</metric>
  </group>
  <group name="timing">
    <metric name="finalHoldViolCount" unit="">0</metric>
    <metric name="setup_viol_count_final" unit="">0</metric>
    <metric name="tcrit_tclk_final" unit="">0.6448</metric>
    <metric name="slew_violations" unit="">0</metric>
    <metric name="max_clock_freq" unit="GHz">0.4082</metric>
    <metric name="max-slew-margin-rel" unit="">0.4289</metric>
    <metric name="rsz0062_at_grt" unit="">no</metric>
    <metric name="setup-tns-final" unit="ns">0</metric>
    <metric name="period_needed" unit="ns">2.450</metric>
    <metric name="finalClockSkew" unit="ns">0.002740</metric>
    <metric name="transition_at_the_pin_with_the_smallest_max_transition_slack" unit="ns">0.8567</metric>
  </group>
  <group name="placed_design">
    <metric name="place_inst" unit="">255</metric>
    <metric name="place_hpwl" unit="um">1746</metric>
    <metric name="cell_area_after_placement" unit="um^2">1509</metric>
    <metric name="placement.io_buffers" unit="">3</metric>
    <metric name="final_weighted_congestion_in_routability_driven_placement" unit="">0.7884</metric>
  </group>
  <group name="clocking">
    <metric name="cts_repair_resize_count" unit="">0</metric>
    <metric name="cts_tree" unit="">yes</metric>
    <metric name="ctsHoldBuffers" unit="">0</metric>
    <metric name="clock.latency.late_pin" unit="ns">0.27</metric>
    <metric name="clock_path_buffers" unit="">2</metric>
    <metric name="number_of_sinks_on_the_clock_net" unit="">27</metric>
    <metric name="clk_transition_reported_paths" unit="ns">0.09</metric>
    <metric name="clock_tree.htree_level_count" unit="">1</metric>
    <metric name="cts_setup_buffers" unit="">0</metric>
    <metric name="cts.root.buffer_cell" unit="">clkbuf_8</metric>
    <metric name="cts_buffers" unit="">3</metric>
  </group>
  <group name="hold_path">
    <metric name="hold_path_class" unit="">flip-flop to flip-flop</metric>
  </group>
  <group name="grt">
    <metric name="grt_first_pass_wirelength" unit="um">4429</metric>
    <metric name="grt-ovfl-total" unit="">0</metric>
    <metric name="grt_util_all_layers" unit="">0.04343</metric>
    <metric name="grt_max_degree" unit="">23</metric>
    <metric name="first_global_vias" unit="">1006</metric>
    <metric name="initial_antenna_violation_count" unit="">0</metric>
  </group>
  <group name="pwr">
    <metric name="total_leakage_power" unit="nW">0.5452</metric>
    <metric name="vdd.ir_drop.worst" unit="V">0.0001629</metric>
    <metric name="power_density_over_cell_area" unit="nW/um^2">288.1</metric>
    <metric name="report.power.total" unit="mW">0.4477</metric>
  </group>
  <group name="status">
    <metric name="run_status" unit="">finished clean</metric>
  </group>
</metrics>
where the power goes:
group | total (mW) | leakage [nW] | internal [mW] | switching [mW]
clock | 0.161 | 0.0228 | 0.0750 | 0.0857
sequential | 0.287 | 0.228 | 0.287 | 0
combinational | 0.000000294 | 0.294 | 0 | 0
synthesized netlist by cell type (2+ instances only):
library cell,instances,area [um^2]
buf_2,2,10.01
edfxtp_1,3,90.09
o31ai_1,3,22.52
or4_1,6,45.04
xnor2_1,10,87.58
or3_2,3,22.52
inv_1,9,33.78
a21oi_1,4,20.02
or2_2,2,12.51
nand2_1,8,30.03
and4_1,3,26.28
nor4_1,4,25.02
dfxtp_1,24,480.5
nand3_1,7,35.03
ha_1,6,75.07
nor2_1,10,37.54
or3_1,3,18.77
clkbuf_1,5,18.77
xor2_1,2,17.52
a211oi_1,10,75.07
o21ai_0,7,35.03
nand4_1,3,18.77
nor3_1,14,70.07
placed cells by master, fill, tap and decap left out, drive strengths merged, types with 2 or more instances in the layout:
cell type      netlist  routed
a211oi              10      10
a21oi                4       4
and4                 3       3
buf                  2       2
clkbuf               5       4
clkdlybuf4s50        0       3
dfxtp               24      24
edfxtp               3       3
ha                   6       6
inv                  9       9
nand2                8       8
nand3                7       7
nand4                4       4
nor2                10      10
nor3                14      14
nor4                 4       4
o21ai                7       7
o31ai                3       3
or2                  2       2
or3                  6       6
or4                  6       6
xnor2               10      10
xor2                 2       2
per-layer routing:
layer  vias up  part of all wire  global-route usage
li1        571                 -                   -
met1       479              0.53             0.06073
met2         7              0.42             0.06605
met3         2             0.043             0.01234
met4         0            0.0049            0.008364
met5         -                 0                   0
through the flow:
stage	setup slack [ns]	hold WS, ns
after floorplan	1.668	0.4570
after global placement	1.575	0.4677
after detailed placement	1.530	0.4884
after CTS	1.329	0.5022
after global routing	1.236	0.5331
final	1.350	0.4933
cells by family (layout without fill, tap and decap cells):
kind of cell | count (synthesis) | count (layout) | share of synthesized area
simple gates | 67 | 67 | 0.2759
compound gates | 27 | 27 | 0.1283
flops | 27 | 27 | 0.4180
buf+inv | 16 | 18 | 0.04583
xor+xnor | 12 | 12 | 0.07699
fa+ha+maj | 6 | 6 | 0.05499
final timing paths:
path | to | depth (start not counted) | slack [ns] | start
setup / recovery | RGB_B | 4 | 1.35 | hue_index[0]
hold / removal | counter_reg[0] | 1 | 0.49 | counter_reg[0]
setup reg to reg | counter_reg[22] | 5 | 1.49 | counter_reg[0]
hold reg to reg | counter_reg[0] | 1 | 0.49 | counter_reg[0]
area by class of cell:
type / instances / area, um^2 / area share
timing repair buffer: 5 / 45.04 / 0.02899
clock buffer: 4 / 45.04 / 0.02899
sequential: 27 / 570.5 / 0.3671
tap: 102 / 127.6 / 0.08213
inverter: 9 / 33.78 / 0.02174
multi-input combinational: 112 / 732.0 / 0.4710
Power figures rest on the tool's default switching activity, not on a simulated workload.
